<file path="flow/run.sh">
#!/bin/bash
# OpenROAD 26Q1-2900-gdf79404cd8, Yosys 0.63+post, stock flow scripts
make -C /OpenROAD-flow-scripts/flow DESIGN_CONFIG=/design/flow/config.mk WORK_HOME=/design/flow/orfs finish
</file>
<file path="flow/config.mk">
export PLATFORM = sky130hd
export DESIGN_NAME = TOP
export DESIGN_NICKNAME = TOP
export VERILOG_FILES = /design/flow/design.v
export SDC_FILE = /design/flow/constraint.sdc
export NUM_CORES = 4
export LEC_CHECK = 1
export CORE_UTILIZATION = 40
</file>
<file path="flow/constraint.sdc">
current_design TOP

set clk_period 3.8
set clk_io_pct 0.2

create_clock -name clk0 -period $clk_period [get_ports {clk}]

set non_clock_inputs [all_inputs -no_clocks]
set_input_delay [expr $clk_period * $clk_io_pct] -clock clk0 $non_clock_inputs
set_output_delay [expr $clk_period * $clk_io_pct] -clock clk0 [all_outputs]
</file>
<file path="flow/design.v">
module TOP(
    input	clk,
    input	rst_n,
    input	set_time_finish,
    input	clock_en,
    input 	[3:0]	clock_min_ge,
    input 	[3:0]	clock_min_shi,
    input 	[3:0]	clock_hour_ge,
    input 	[3:0]	clock_hour_shi,
    output  clock_out,
    output [6:0] out_sec_ge_seg,
    output [6:0] out_sec_shi_seg,
    output [6:0] out_min_ge_seg,
    output [6:0] out_min_shi_seg,
    output [6:0] out_hour_ge_seg,
    output [6:0] out_hour_shi_seg
);
wire [3:0]	sec_ge_rr;
wire [3:0]	sec_shi_rr;
wire [3:0]	min_ge_rr;
wire [3:0]	min_shi_rr;
wire [3:0]	hour_ge_rr;
wire [3:0]	hour_shi_rr;
wire    [6:0]   out_sec_ge_seg_temp;
wire    [6:0]   out_sec_shi_seg_temp;
wire    [6:0]   out_min_ge_seg_temp;
wire    [6:0]   out_min_shi_seg_temp;
wire    [6:0]   out_hour_ge_seg_temp;
wire    [6:0]   out_hour_shi_seg_temp;
assign	sec_ge_r = sec_ge_rr;
assign	sec_shi_r = sec_shi_rr;
assign	min_ge_r = min_ge_rr;
assign	min_shi_r = min_shi_rr;
assign	hour_ge_r = hour_ge_rr;
assign	hour_shi_r = hour_shi_rr;
assign out_sec_ge_seg = out_sec_ge_seg_temp;
assign out_sec_shi_seg = out_sec_shi_seg_temp;
assign out_min_ge_seg = out_min_ge_seg_temp;
assign out_min_shi_seg = out_min_shi_seg_temp;
assign out_hour_ge_seg = out_hour_ge_seg_temp;
assign out_hour_shi_seg = out_hour_shi_seg_temp;
time_control			time_control_inst(
    .clk				(clk),
    .rst_n				(rst_n),
    .set_time_finish	(set_time_finish),
    .clock_en			(clock_en),	
    .clock_min_ge		(clock_min_ge),
    .clock_min_shi		(clock_min_shi),
    .clock_hour_ge		(clock_hour_ge),
    .clock_hour_shi		(clock_hour_shi),
    .clock_out_w		(clock_out),
    .sec_ge_r			(sec_ge_rr),
    .sec_shi_r			(sec_shi_rr),
    .min_ge_r			(min_ge_rr),
    .min_shi_r			(min_shi_rr),
    .hour_ge_r			(hour_ge_rr),
    .hour_shi_r			(hour_shi_rr)
);
display_ctrl	display_ctrl_inst(
    .clk        (clk),
    .rst_n      (rst_n),
    .sec_ge	    (sec_ge_rr),
    .sec_shi    (sec_shi_rr),
    .min_ge	    (min_ge_rr),
    .min_shi    (min_shi_rr),
    .hour_ge    (hour_ge_rr),
    .hour_shi   (hour_shi_rr),    
    .out_sec_ge_seg     (out_sec_ge_seg_temp),
    .out_sec_shi_seg    (out_sec_shi_seg_temp),
    .out_min_ge_seg     (out_min_ge_seg_temp),
    .out_min_shi_seg    (out_min_shi_seg_temp),
    .out_hour_ge_seg    (out_hour_ge_seg_temp),
    .out_hour_shi_seg   (out_hour_shi_seg_temp)
);
endmodule
module display_ctrl (
    input clk,
    input rst_n,
    input   [3:0]   sec_ge,
    input   [3:0]   sec_shi,
    input   [3:0]   min_ge,
    input   [3:0]   min_shi,
    input   [3:0]   hour_ge,
    input   [3:0]   hour_shi,
    output [6:0] out_sec_ge_seg,
    output [6:0] out_sec_shi_seg,
    output [6:0] out_min_ge_seg,
    output [6:0] out_min_shi_seg,
    output [6:0] out_hour_ge_seg,
    output [6:0] out_hour_shi_seg
);
reg [6:0] out_sec_ge;
reg [6:0] out_sec_shi;
reg [6:0] out_min_ge;
reg [6:0] out_min_shi;
reg [6:0] out_hour_ge;
reg [6:0] out_hour_shi;
always @(posedge clk or negedge rst_n) begin
    if(!rst_n) begin  
        out_sec_ge<=0;
        out_sec_shi<=0;
        out_min_ge<=0;
        out_min_shi<=0;
        out_hour_ge<=0;
        out_hour_shi<=0;
    end
    else begin
        case(sec_ge)
            4'h0:out_sec_ge = 7'b100_0000; 
            4'h1:out_sec_ge = 7'b111_1001; 
            4'h2:out_sec_ge = 7'b010_0100; 
            4'h3:out_sec_ge = 7'b011_0000; 
            4'h4:out_sec_ge = 7'b001_1001; 
            4'h5:out_sec_ge = 7'b001_0010; 
            4'h6:out_sec_ge = 7'b000_0010; 
            4'h7:out_sec_ge = 7'b111_1000; 
            4'h8:out_sec_ge = 7'b000_0000; 
            4'h9:out_sec_ge = 7'b001_0000; 
            default out_sec_ge = out_sec_ge;
        endcase
        case(sec_shi)
            4'h0:out_sec_shi = 7'b100_0000; 
            4'h1:out_sec_shi = 7'b111_1001; 
            4'h2:out_sec_shi = 7'b010_0100; 
            4'h3:out_sec_shi = 7'b011_0000; 
            4'h4:out_sec_shi = 7'b001_1001; 
            4'h5:out_sec_shi = 7'b001_0010; 
            4'h6:out_sec_shi = 7'b000_0010; 
            4'h7:out_sec_shi = 7'b111_1000; 
            4'h8:out_sec_shi = 7'b000_0000; 
            4'h9:out_sec_shi = 7'b001_0000; 
            default out_sec_shi = out_sec_shi;
        endcase        
        case(min_ge)                 
            4'h0:out_min_ge = 7'b100_0000; 
            4'h1:out_min_ge = 7'b111_1001; 
            4'h2:out_min_ge = 7'b010_0100; 
            4'h3:out_min_ge = 7'b011_0000; 
            4'h4:out_min_ge = 7'b001_1001; 
            4'h5:out_min_ge = 7'b001_0010; 
            4'h6:out_min_ge = 7'b000_0010; 
            4'h7:out_min_ge = 7'b111_1000; 
            4'h8:out_min_ge = 7'b000_0000; 
            4'h9:out_min_ge = 7'b001_0000; 
            default out_min_ge = out_min_ge;
        endcase     
        case(min_shi)                 
            4'h0:out_min_shi = 7'b100_0000; 
            4'h1:out_min_shi = 7'b111_1001; 
            4'h2:out_min_shi = 7'b010_0100; 
            4'h3:out_min_shi = 7'b011_0000; 
            4'h4:out_min_shi = 7'b001_1001; 
            4'h5:out_min_shi = 7'b001_0010; 
            4'h6:out_min_shi = 7'b000_0010; 
            4'h7:out_min_shi = 7'b111_1000; 
            4'h8:out_min_shi = 7'b000_0000; 
            4'h9:out_min_shi = 7'b001_0000; 
            default out_min_shi = out_min_shi;
        endcase     
        case(hour_ge)                 
            4'h0:out_hour_ge = 7'b100_0000; 
            4'h1:out_hour_ge = 7'b111_1001; 
            4'h2:out_hour_ge = 7'b010_0100; 
            4'h3:out_hour_ge = 7'b011_0000; 
            4'h4:out_hour_ge = 7'b001_1001; 
            4'h5:out_hour_ge = 7'b001_0010; 
            4'h6:out_hour_ge = 7'b000_0010; 
            4'h7:out_hour_ge = 7'b111_1000; 
            4'h8:out_hour_ge = 7'b000_0000; 
            4'h9:out_hour_ge = 7'b001_0000; 
            default out_hour_ge = out_hour_ge;
        endcase    
        case(hour_shi)                 
            4'h0:out_hour_shi = 7'b100_0000; 
            4'h1:out_hour_shi = 7'b111_1001; 
            4'h2:out_hour_shi = 7'b010_0100; 
            4'h3:out_hour_shi = 7'b011_0000; 
            4'h4:out_hour_shi = 7'b001_1001; 
            4'h5:out_hour_shi = 7'b001_0010; 
            4'h6:out_hour_shi = 7'b000_0010; 
            4'h7:out_hour_shi = 7'b111_1000; 
            4'h8:out_hour_shi = 7'b000_0000; 
            4'h9:out_hour_shi = 7'b001_0000; 
            default out_hour_shi = out_hour_shi;
        endcase     
    end 
end
assign out_sec_ge_seg = out_sec_ge;
assign out_sec_shi_seg = out_sec_shi;
assign out_min_ge_seg = out_min_ge;
assign out_min_shi_seg = out_min_shi;
assign out_hour_ge_seg = out_hour_ge;
assign out_hour_shi_seg = out_hour_shi;
endmodule
module time_control(
    input	clk,
    input	rst_n,
    input	set_time_finish,	
    input	clock_en,		
    input 	[3:0]	clock_min_ge,
    input 	[3:0]	clock_min_shi,
    input 	[3:0]	clock_hour_ge,
    input 	[3:0]	clock_hour_shi,
    output  clock_out_w,
    output	[3:0]	sec_ge_r,
    output	[3:0]	sec_shi_r,
    output	[3:0]	min_ge_r,
    output	[3:0]	min_shi_r,
    output	[3:0]	hour_ge_r,
    output	[3:0]	hour_shi_r
);
reg [3:0]	set_sec_ge;
reg [3:0]	set_sec_shi; 
reg [3:0]	set_min_ge; 
reg [3:0]	set_min_shi;	
reg [3:0]	set_hour_ge;
reg [3:0]	set_hour_shi;   
initial begin
    set_sec_ge <= 4'h5;
    set_sec_shi <= 4'h4; 
    set_min_ge <= 4'h9; 
    set_min_shi <= 4'h5;	
    set_hour_ge <= 4'h2;
    set_hour_shi <= 4'h1;   
end
reg		[15:0]	cnt_1ms;	
reg 	flag_1ms;			
always @(posedge clk or negedge rst_n) begin
    if(!rst_n)	begin   
        cnt_1ms <= 0;
        flag_1ms <= 0;
    end
    else if(cnt_1ms == 16'd4)	begin   
        cnt_1ms <= 0;
        flag_1ms <= 1;
    end
    else	begin  
        cnt_1ms <= cnt_1ms + 1;
        flag_1ms <= 0;
    end
end
reg		[11:0]	cnt_1s;		
reg		flag_1s;			
always @(posedge clk or negedge rst_n) begin
    if(!rst_n)	begin
        cnt_1s <= 0;
        flag_1s <= 0;
    end
    else if(flag_1ms)	begin
        if(cnt_1s == 12'd4)	begin   
            cnt_1s <= 0;
            flag_1s <= 1;
        end
        else	begin
            cnt_1s <= cnt_1s + 1;
            flag_1s <= 0;
        end
    end
    else	begin
        cnt_1s <= cnt_1s;
        flag_1s <= 0;
    end
end
reg		[3:0]	sec_ge;
reg		flag_sec_ge;		
reg		[2:0]	sec_shi;
reg		flag_sec_shi;		
always @(posedge clk or negedge rst_n) begin
    if(!rst_n)	begin
        sec_ge <= 0;
        flag_sec_ge <= 0;
    end
    else if(!set_time_finish)	begin
        sec_ge <= set_sec_ge;
        flag_sec_ge <= 0;
    end
    else if(flag_1ms)	begin  
        if(sec_ge == 4'd9)	begin  
            sec_ge <= 0;
            flag_sec_ge <= 1;
        end
        else	begin
            sec_ge <= sec_ge + 1;
            flag_sec_ge <= 0;
        end
    end
    else	begin
        sec_ge <= sec_ge;
        flag_sec_ge <= 0;
    end
end
always @(posedge clk or negedge rst_n) begin
    if(!rst_n)	begin
        sec_shi <= 0;
        flag_sec_shi <= 0;
    end
    else if(!set_time_finish)	begin
        sec_shi <= set_sec_shi;
        flag_sec_shi <= 0;
    end		
    else if(flag_sec_ge)	begin
        if(sec_shi == 3'd5)begin
            sec_shi <= 0;
            flag_sec_shi <= 1;
        end
        else	begin
            sec_shi <= sec_shi + 1;
            flag_sec_shi <= 0;
        end
    end
    else	begin
        sec_shi <= sec_shi;
        flag_sec_shi <= 0;
    end
end
reg		[3:0]	min_ge;
reg		flag_min_ge;		
reg		[2:0]	min_shi;
reg		flag_min_shi;		
always @(posedge clk or negedge rst_n) begin
    if(!rst_n)	begin
        min_ge <= 0;
        flag_min_ge <= 0;
    end
    else if(!set_time_finish)	begin
        min_ge <= set_min_ge;
        flag_min_ge <= 0;
    end	
    else if(flag_sec_shi)	begin
        if(min_ge == 4'd9)	begin
            min_ge <= 0;
            flag_min_ge <= 1;
        end
        else	begin
            min_ge <= min_ge + 1;
            flag_min_ge <= 0;
        end
    end
    else	begin
        min_ge <= min_ge;
        flag_min_ge <= 0;
    end
end
always @(posedge clk or negedge rst_n) begin
    if(!rst_n)	begin
        min_shi <= 0;
        flag_min_shi <= 0;
    end
    else if(!set_time_finish)	begin
        min_shi <= set_min_shi;
        flag_min_shi <= 0;
    end
    else if(flag_min_ge)	begin
        if(min_shi == 3'd5)	begin
            min_shi <= 0;
            flag_min_shi <= 1;
        end
        else	begin
            min_shi <= min_shi + 1;
            flag_min_shi <= 0;
        end
    end
    else	begin
        min_shi <= min_shi;
        flag_min_shi <= 0;
    end
end
reg		[3:0]	hour_ge;
reg		flag_hour_ge;
reg		[1:0]	hour_shi;
reg		flag_hour_shi;
always @(posedge clk or negedge rst_n) begin
    if(!rst_n)	begin
        hour_ge <= 0;
        flag_hour_ge <= 0;
    end
    else if(!set_time_finish)	begin
        hour_ge <= set_hour_ge;
        flag_hour_ge <= 0;
    end	
    else if(flag_min_shi)	begin
        if(hour_ge == 4'd9)	begin
            hour_ge <= 0;
            flag_hour_ge <= 1;
        end
        else if((hour_shi == 3'd2) && (hour_ge == 4'd3))	begin
            hour_ge <= 0;
            flag_hour_ge <= 1;
        end
        else	begin
            hour_ge <= hour_ge + 1;
            flag_hour_ge <= 0;
        end
    end
    else	begin
        hour_ge <= hour_ge;
        flag_hour_ge <= 0;
    end
end
always @(posedge clk or negedge rst_n) begin
    if(!rst_n)	begin
        hour_shi <= 0;
        flag_hour_shi <= 0;
    end
    else if(!set_time_finish)	begin
        hour_shi <= set_hour_shi;
        flag_hour_shi <= 0;
    end		
    else if(flag_hour_ge)	begin
        if(hour_shi == 3'd2)	begin
            hour_shi <= 0;
            flag_hour_shi <= 1;
        end
        else	begin
            hour_shi <= hour_shi + 1;
            flag_hour_shi <= 0;
        end
    end
    else	begin
        hour_shi <= hour_shi;
        flag_hour_shi <= 0;
    end
end
assign	sec_ge_r = sec_ge;
assign	sec_shi_r = sec_shi;
assign	min_ge_r = min_ge;
assign	min_shi_r = min_shi;
assign	hour_ge_r = hour_ge;
assign	hour_shi_r = hour_shi;
reg clock_out;
always @(posedge clk or negedge rst_n) begin
    if(!rst_n)	begin
        clock_out <= 0;
    end
    else if(!clock_en)	begin
        clock_out <= 0;
    end
    else if((hour_shi == clock_hour_shi) &&
            (hour_ge == clock_hour_ge) &&
            (min_shi == clock_min_shi) &&
            (min_ge == clock_min_ge)) begin
        clock_out <= 1;
    end
    else	begin
        clock_out <= clock_out;
    end
end
reg [15:0] parity_cnt;
reg clock_out_h;
always @(posedge flag_1ms or negedge rst_n) begin
    if(!rst_n) begin
        clock_out_h <= 0;
    end
    else if(!clock_en) begin
        clock_out_h <= 0;
    end
    else if(
        (min_shi == 4'h5) &&
        (min_ge == 4'h9) &&
        (sec_shi == 4'h5)
    ) begin
        parity_cnt = parity_cnt + 1;
        if(parity_cnt%2 == 1) begin   
            clock_out_h <= 1;
        end
        else begin
            clock_out_h <= 0;
        end
    end
    else begin
        parity_cnt <= 0;
		clock_out_h <= 0;
    end
end
assign clock_out_w = clock_out|clock_out_h;
endmodule
</file>
==> Implementation_results.wiki <==
=== Synthesis and place and route ===
{| class="wikitable"
! Metric !! Value
|-
| Post-synthesis share of cell area spent on full adders, half adders and majority gates || around 3%
|-
| Main kind of combinational logic by area || simple AND/OR/NAND/NOR gates
|-
| Port bufs || 61
|-
| Area of the core region || slightly below 0.01 sq mm
|-
| Post-DRT Antenna Nets || 0
|-
| Total power divided by cell area || around 320 mW/mm^2
|-
| Initial standard-cell utilization of the core || a little over two fifths
|-
| Post-synthesis cell count from yosys || around 430
|-
| Data required time of the worst path || 3.04 ns
|-
| Deepest level of the CTS H-tree || 3
|-
| Clock transition time at the flip-flop clock pins of the worst setup and hold paths || around 0.08 ns
|-
| EDFF count, synth || 1
|-
| Seq/Total Area, Yosys || between 50% and 60%
|-
| Global placement routability congestion || approximately 0.84
|-
| Cts bufs inserted || 9
|-
| Max clock buf depth || 2
|-
| Fin Clk Skew || 0.007968 ns
|-
| Yosys warning tally || 8
|-
| Number of pins exceeding their max-slew limit in the final report || 0
|-
| Share of layout cells above drive strength 1 || about 5.8%
|-
| Count of unclocked register or latch pins || 2
|-
| Vias/cell || 4.943
|-
| Worst voltage drop across the vdd grid || between 0.2 and 0.25 mV
|-
| Post-CTS repair timing setup buffer count || 0
|-
| Die outline area || around 0.011 sq mm
|-
| Outcome || finished clean
|-
| Number of search-and-repair iterations in the first detailed-routing pass || 4
|-
| Unrepaired setup endpoints after global routing || false
|-
| Aggregate negative setup slack || 0 ns
|-
| Fmax || roughly 460 MHz
|-
| Post-synthesis share of cell area spent on and-or and or-and gates || ~11%
|-
| Yosys stat area || 0.004148 sq mm
|-
| Detailed placer's ending HPWL || ~5500 microns
|-
| Count of max-cap constraint violations || 0
|-
| Mean instance size in the synthesized netlist || 9.668 sq um
|-
| Grt total ovfl || 0
|-
| Top-level I/O count || about 63
|-
| Count of final hold-check violations || 0
|-
| Final setup fails || 0
|-
| Routed via count || just over 3000
|-
| Routed length per instance || between 10 and 15 microns
|-
| Kind of launch point of the worst setup path || flip-flop
|-
| Distinct cell type count after synthesis || around 51
|-
| Via count of the first global-routing pass || 2776
|-
| Simple share || about a fifth
|-
| Number of warnings in the stage logs || 31
|-
| Series of cell instances along the critical path || or2_2, clkdlybuf4s50_1
|-
| Row Count || 36
|-
| Area fraction in xor and xnor cells || between 7 and 8%
|-
| Final Cycle Share || 57.48%
|-
| Number of DRC markers in iteration 0 || about 130
|-
| Hold bufs inserted after CTS || 0
|-
| Most frequent logic cell in the layout || sky130_fd_sc_hd__dfrtp_1
|-
| Diode count || 0
|-
| Static power due to leakage || between 2 and 2.5 nW
|-
| Die boundary width || around 100 microns
|-
| CTS resizes || 0
|-
| Final cell area excluding filler cells || roughly 0.005 sq mm
|-
| Largest fanout on the critical path || 2
|-
| Placed Instance Area || 0.004793 sq mm
|-
| Register-to-Register Setup Slack || 1.90 ns
|-
| Wire length after detailed routing || approximately 8100 microns
|-
| Final standard cell count with taps included and fillers excluded || approximately 600
|-
| Tightest slew margin relative to the limit || about 57%
|-
| Worst Path Class, Setup || flip-flop to primary output
|-
| Critical path data arrival time || roughly 1.4 ns
|-
| Category of cells accounting for the largest share of critical-path delay || buffers and inverters
|-
| Most frequently placed logic cells in the final layout || sky130_fd_sc_hd__dfrtp_1 (84), sky130_fd_sc_hd__clkdlybuf4s50_1 (60), sky130_fd_sc_hd__nand2_1 (50)
|-
| Synth Cell Area || 0.004148 sq mm
|-
| Area fraction in mux cells || less than 1%
|-
| CTS tree || yes
|-
| Nature of the critical path endpoint || primary output
|-
| Number of unconstrained endpoints || 3
|-
| Maximum number of pins on one net before global-route repair || 53
|-
| Skew-Pair Late Insertion Delay || between 0.3 and 0.4 ns
|-
| Residual DRC || 0
|-
| FFs w/ async S/R, synth || 98.82%
|-
| Number of cells in the design after placement || between 500 and 600
|-
| Root buf cell || sky130_fd_sc_hd__clkbuf_8
|-
| Minimum clock period after layout || 2.184 ns
|-
| Class of the worst hold path || input port to async pin
|-
| First-pass GRT wire length || roughly 14000 microns
|-
| Worst slew pin tran || 0.6499 ns
|-
| Combined buffer and inverter count along the critical path || 1
|-
| Synth Register Bits || ~85
|-
| Number of antenna violations at the first check in global routing || 0
|-
| Slowest stage cell, crit path || sky130_fd_sc_hd__clkdlybuf4s50_1
|-
| Layout overhead on the synthesized area || 20.48%
|-
| All-Layer GR Usage || 16.45%
|-
| Delay contributed by the slowest stage of the critical path || around 0.41 ns
|-
| Most instantiated flip-flop cell in the synthesis netlist || sky130_fd_sc_hd__dfrtp_1
|-
| Die Height || roughly 100 microns
|-
| Post-synthesis cell count || 429
|}
==> path summary, 6_finish.rpt <==
kind                                                          start                                           end  cells after the start
max                         time_control_inst.clock_out$_DFFE_PN0P_                                     clock_out                      2
min                                                           rst_n  display_ctrl_inst.out_sec_shi[6]$_DFFE_PN0P_                      1
max reg2reg                time_control_inst.hour_ge[3]$_DFFE_PN0P_       time_control_inst.clock_out$_DFFE_PN0P_                      4
min reg2reg                 time_control_inst.cnt_1ms[15]$_DFF_PN0_       time_control_inst.cnt_1ms[15]$_DFF_PN0_                      1
max in group asynchronous                                     rst_n       time_control_inst.flag_sec_ge$_DFF_PN0_                      2
min in group clk0           time_control_inst.cnt_1ms[15]$_DFF_PN0_       time_control_inst.cnt_1ms[15]$_DFF_PN0_                      1
==> power breakdown <==
| part | internal [W] | switching, W |
|---|---|---|
| Clock | 0.000339 | 0.000309 |
| Sequential | 0.000887 | 0.00000522 |
| Combinational | 0.0000331 | 0.0000333 |
| Total | 0.00126 | 0.000348 |
==> state kept, by name, indices dropped and copies added (netlist names), 5 cells and up <==
register,cells
time_control_inst.cnt_1ms,16
display_ctrl_inst.out_sec_ge,7
display_ctrl_inst.out_min_ge,7
display_ctrl_inst.out_hour_ge,7
display_ctrl_inst.out_hour_shi,5
display_ctrl_inst.out_min_shi,7
display_ctrl_inst.out_sec_shi,7
==> worst register-to-register path: cells and delay by family, from the launching register on <==
kind / cells / cell delay [ns]
xor gates and xnor gates: 1 / 0.14
DFF: 1 / 0.74
AOI/OAI and AO/OA: 1 / 0.25
and+or+nand+nor: 2 / 0.69
==> synthesized netlist by cell type (4+ instances only) <==
cell	n	area, sq um
sky130_fd_sc_hd__a21oi_1	20	100.1
sky130_fd_sc_hd__and2_1	8	50.05
sky130_fd_sc_hd__and3_1	4	25.02
sky130_fd_sc_hd__buf_2	9	45.04
sky130_fd_sc_hd__buf_4	4	30.03
sky130_fd_sc_hd__clkbuf_1	9	33.78
sky130_fd_sc_hd__dfrtp_1	84	2102
sky130_fd_sc_hd__ha_1	10	125.1
sky130_fd_sc_hd__inv_1	15	56.30
sky130_fd_sc_hd__nand2_1	50	187.7
sky130_fd_sc_hd__nand2b_1	6	37.54
sky130_fd_sc_hd__nand3_1	16	80.08
sky130_fd_sc_hd__nand4_1	4	25.02
sky130_fd_sc_hd__nor2_1	45	168.9
sky130_fd_sc_hd__nor2b_1	10	62.56
sky130_fd_sc_hd__nor3_1	8	40.04
sky130_fd_sc_hd__nor4_1	5	31.28
sky130_fd_sc_hd__o21ai_0	30	150.1
sky130_fd_sc_hd__o22ai_1	7	43.79
sky130_fd_sc_hd__xnor2_1	27	236.5
sky130_fd_sc_hd__xor2_1	9	78.83
==> cells by family after synthesis <==
group           count (synthesis)
buf+inv                        40
mux                             2
flops                          85
simple gates                  176
other cells                     1
fa+ha+maj                      10
xor+xnor                       36
compound gates                 79
==> through the flow <==
stage	hold WS (ns)	utilization [%]	setup WS, ns	total power [W]
after global placement	0.4680	48.37	1.489	0.0009791
after global routing	0.4651	50.43	1.564	0.001683
after floorplan	0.4427	-	2.170	0.0009256
after detailed placement	0.4657	48.37	1.488	0.0009791
final	0.4303	50.43	1.616	0.001608
after CTS	0.4562	50.43	1.591	0.001635
==> per-layer routing <==
metal  global-route usage, %  routed length [microns]  vias to the layer above
li1                        -                        -                     1542
met1                   28.87                     4349                     1416
met2                   22.43                     3303                       73
met3                   3.526                      320                        9
met4                   1.327                       85                        0
met5                       0                        0                        -
==> layout make-up <==
type                    instances  area (sq um)
clock buffers                  12         155.1
clock inverters                 4         48.80
well taps                     133         166.4
repair buffers                 62         615.6
fillers                       928          4912
inverters                      15         56.30
flip-flops and latches         85          2132
multi-input cells             304          1823
No activity file was given, so power comes from the tool's default toggle rates.
